==> run.sh <==
#!/bin/bash
# OpenROAD 26Q1-2900-gdf79404cd8, Yosys 0.63+post, stock flow scripts
make -C /OpenROAD-flow-scripts/flow DESIGN_CONFIG=/design/flow/config.mk WORK_HOME=/design/flow/orfs finish
==> config.mk <==
export PLATFORM = sky130hd
export DESIGN_NAME = cordic
export DESIGN_NICKNAME = cordic
export VERILOG_FILES = /design/flow/design.v
export SDC_FILE = /design/flow/constraint.sdc
export NUM_CORES = 4
export LEC_CHECK = 1
export CORE_UTILIZATION = 30
==> constraint.sdc <==
current_design cordic

set clk_period 16.1
set clk_io_pct 0.2

create_clock -name clk0 -period $clk_period [get_ports {clk}]

set non_clock_inputs [all_inputs -no_clocks]
set_input_delay [expr $clk_period * $clk_io_pct] -clock clk0 $non_clock_inputs
set_output_delay [expr $clk_period * $clk_io_pct] -clock clk0 [all_outputs]
==> design.v <==
`timescale 1ns / 1ps
module counter #(size = 8) (clk, rst, ld, ld_val, en, up, val);
    input                 clk, rst, ld, en, up;
    input      [size-1:0] ld_val;
    output reg [size-1:0] val;
    always @(posedge clk, posedge rst) begin
        if (rst) begin
            val <= 0;
        end else if (ld) begin
            val <= ld_val;
        end else if (en) begin
            val <= (up) ? val+1 : val-1;
        end
    end
endmodule
module barrelshift #(size = 8) (barrel_in, barrel, right, barrel_out);
    input      signed [size-1:0] barrel_in;
    input                  [3:0] barrel;
    input                        right;
    output reg signed [size-1:0] barrel_out;
    always @(barrel_in, barrel, right) begin
        barrel_out = barrel_in;
        if (barrel == 1) begin
            barrel_out = (right) ? barrel_in >>> 1 : barrel_in <<< 1;
        end else if (barrel == 2) begin
            barrel_out = (right) ? barrel_in >>> 2 : barrel_in <<< 2;
        end else if (barrel == 3) begin
            barrel_out = (right) ? barrel_in >>> 3 : barrel_in <<< 3;
        end else if (barrel == 4) begin
            barrel_out = (right) ? barrel_in >>> 4 : barrel_in <<< 4;
        end else if (barrel == 5) begin
            barrel_out = (right) ? barrel_in >>> 5 : barrel_in <<< 5;
        end else if (barrel == 6) begin
            barrel_out = (right) ? barrel_in >>> 6 : barrel_in <<< 6;
        end else if (barrel == 7) begin
            barrel_out = (right) ? barrel_in >>> 7 : barrel_in <<< 7;
        end else if (barrel == 8) begin
            barrel_out = (right) ? barrel_in >>> 8 : barrel_in <<< 8;
        end else if (barrel == 9) begin
            barrel_out = (right) ? barrel_in >>> 9 : barrel_in <<< 9;
        end else if (barrel == 10) begin
            barrel_out = (right) ? barrel_in >>> 10 : barrel_in <<< 10;
        end else if (barrel == 11) begin
            barrel_out = (right) ? barrel_in >>> 11 : barrel_in <<< 11;
        end else if (barrel == 12) begin
            barrel_out = (right) ? barrel_in >>> 12 : barrel_in <<< 12;
        end else if (barrel == 13) begin
            barrel_out = (right) ? barrel_in >>> 13 : barrel_in <<< 13;
        end else if (barrel == 14) begin
            barrel_out = (right) ? barrel_in >>> 14 : barrel_in <<< 14;
        end else if (barrel == 15) begin
            barrel_out = (right) ? barrel_in >>> 15 : barrel_in <<< 15;
        end
    end
endmodule
module register #(size = 8) (clk, rst, ld, ld_val, val);
    input clk, rst, ld;
    input      signed [size-1:0] ld_val;
    output reg signed [size-1:0] val;
    always @(posedge clk, posedge rst) begin
        if (rst) begin
            val <= 0;
        end else if (ld) begin
            val <= ld_val;
        end
    end
endmodule
module cordic (clk, rst, s, angle, done, sine, cosine);
    input                   clk, rst, s;
    input   signed  [31:0]  angle;
    output  reg             done;
    output  signed  [31:0]  sine, cosine;
    reg              [1:0]  y, yn;
    wire                    z;
    wire             [3:0]  cntr_val0;
    wire    signed  [31:0]  atan [0:15];
    reg                     reg_ld_angle, reg_ld_sine, reg_ld_cosine, cntr_ld0, cntr_en0;
    wire    signed  [31:0]  reg_ld_val_angle, reg_ld_val_sine, reg_ld_val_cosine;
    wire    signed  [31:0]  reg_val_angle, reg_val_sine, reg_val_cosine, bshft_val_cosine, bshft_val_sine;
    assign atan[0]  = 450_000_000;
    assign atan[1]  = 265_650_512;
    assign atan[2]  = 140_362_435;
    assign atan[3]  = 071_250_163;
    assign atan[4]  = 035_763_344;
    assign atan[5]  = 017_899_106;
    assign atan[6]  = 008_951_737;
    assign atan[7]  = 004_476_142;
    assign atan[8]  = 002_381_050;
    assign atan[9]  = 001_119_057;
    assign atan[10] = 000_559_529;
    assign atan[11] = 000_279_765;
    assign atan[12] = 000_139_882;
    assign atan[13] = 000_069_941;
    assign atan[14] = 000_034_971;
    assign atan[15] = 000_017_485;
    always @(posedge clk, posedge rst) begin
        if (rst) begin
            y <= 0;
        end else begin
            y <= yn;
        end
    end
    always @(y, s, z) begin
        case (y)
            0: begin
                if (~s) begin
                    yn <= 0;
                end else begin
                    yn <= 1;
                end
            end
            1: begin
                if (~z) begin
                    yn <= 1;
                end else begin
                    yn <= 2;
                end
            end
            2: begin
                if (s) begin
                    yn <= 2;
                end else begin
                    yn <= 0;
                end
            end
            default: yn <= 2'bxx;
        endcase
    end
    always @(y, s) begin
        reg_ld_angle = 0; reg_ld_sine = 0; reg_ld_cosine = 0; cntr_ld0 = 0; cntr_en0 = 0; done = 0;
        case (y)
            0: begin
                reg_ld_angle = 1; cntr_ld0 = 1;
                if (s) begin
                    reg_ld_sine = 1; reg_ld_cosine = 1;
                end
            end
            1: begin
                reg_ld_angle = 1; reg_ld_sine = 1; reg_ld_cosine = 1; cntr_en0 = 1;
            end
            2: begin
                done = 1;
            end
        endcase
    end
    assign reg_ld_val_angle = (y == 0) ? angle : (reg_val_angle >= 000_000_000) ? 
        reg_val_angle - atan[cntr_val0] : reg_val_angle + atan[cntr_val0];
    assign reg_ld_val_cosine = (y == 0) ? 006_073_000 : (reg_val_angle >= 000_000_000) ?
        reg_val_cosine - bshft_val_sine : reg_val_cosine + bshft_val_sine;
    assign reg_ld_val_sine = (y == 0) ? 000_000_000 : (reg_val_angle >= 000_000_000) ?
        reg_val_sine + bshft_val_cosine : reg_val_sine - bshft_val_cosine;
    assign z = (cntr_val0 == 15);
    counter   #(4) c0 (clk, rst, cntr_ld0, 0, cntr_en0, 1, cntr_val0);
    register #(32) r_angle (clk, rst, reg_ld_angle, reg_ld_val_angle, reg_val_angle);
    register #(32) r_cosine (clk, rst, reg_ld_cosine, reg_ld_val_cosine, reg_val_cosine);
    register #(32) r_sine (clk, rst, reg_ld_sine, reg_ld_val_sine, reg_val_sine);
    barrelshift #(32) b_cosine (reg_val_cosine, cntr_val0, 1, bshft_val_cosine);
    barrelshift #(32) b_sine (reg_val_sine, cntr_val0, 1, bshft_val_sine);
    assign sine = reg_val_sine;
    assign cosine = reg_val_cosine;
endmodule
==> results.cfg <==
; generated from flow reports
[grt]
overflow = 0
grt_start_max_net_pins = 80
grt_pass1_vias = 21800
antenna_found_initial = 4
grt_pass1_wl_mm = 149
track_usage_pct = 31.7

[placed_design]
gp_congestion = 1.06
io_buffers = 99
hpwl_mm = 70.7

[clocking]
clkTransAtPathRegs_ns = 0.09
numCtsBuffers = 9
ctsResizeCount = 0
htree_levels = 3
clk_path_buf_depth = 2
clock-sinks = 103
cts_tree = built
post_cts_buffers = 0
cts-root-buf = clkbuf_16
ctsHoldBuffers = 0
clkLatencyLatePin_ns = 0.42

[yosys]
top_cells_by_count = a21oi_1 (297), o21ai_0 (275), nand2_1 (254)
netlist_instances = 2725
ys.flop_type = dfrtp_1
ys_seq_share_pct = 13.4
yosysCellCount = 2725
yosys_warnings = 8
synthTopCellsByArea = dfrtp_1 (13%), a21oi_1 (7.7%), o21ai_0 (7.2%)
ys_async_sr_fraction_pct = 100
synth_flops = 103
edf_count = 0
synthMostInstantiatedCell = a21oi_1
synth_chip_area_um2 = 19200
synth_area_um2 = 19200
yosysTopAreaCell = dfrtp_1
synthDistinctLibCells = 103
syn_area_per_cell_um2 = 7.05
yosysTopAreaCellShare_pct = 13.3

[final_timing]
hold_violations = 0
maxSlewViolCount = 0
rsz0062_at_grt = false
slew_headroom_pct = 28.5
tightest_slew_ns = 1.07
setup-violations-final = 0
period_needed_ns = 7.83
min_period_over_period_pct = 48.6
skew_ns = 0.0153
hold_slack_ns = 0.590
tns_ns = 0
fmax_mhz = 128

[route]
ant_nets = 0
drt_wl_total_mm = 103
first_pass_iters = 8
wl_per_cell_um = 29.1
route.detailed.drc = 0
vias = 23200
vias_per_cell = 6.58
dr.first_iter.drc_count = 2787

[layout]
area_growth_pct = 9.83
drive_above_1_share_pct = 7.55
finish.utilization_pct = 33.4

[setup_path]
cp.required_ns = 16.38
critPathKind = reg -> reg
crit_path_max_fanout = 62
critPathArrivalTime_ns = 8.11
endpoint_kind = flop
cp-start-kind = flop

[floorplanning]
num_rows = 92
die_y_um = 255
fp_util_pct = 30.4
chipArea_um2 = 65100
fp.coreArea_um2 = 63200
ioPinCount = 100
die_w_um = 255

[flow_run]
drv_cap = 0
warnings = 34

[run_status]
status = complete, no violations

[worst_hold_path]
hold_path.class = reg -> reg
-- cells in the final DEF (no fill, tap or decap), types with 83 or more instances in the layout --
master / n
a21oi_1: 296
o21ai_0: 274
nand2_1: 254
nor2_1: 150
buf_4: 105
ha_1: 102
clkdlybuf4s50_1: 99
dfrtp_1: 98
xor2_1: 83
xnor2_1: 83
-- cells by family after synthesis --
kind of cell	count (synthesis)	synth area share, %
xor+xnor	166	7.56
compound gates	1184	40.5
mux	37	1.94
flops	103	13.4
fa+ha+maj	109	7.21
simple gates	794	21.1
buf+inv	332	8.33
-- registers in the layout, summed over array words and instances (netlist names) --
register	cells
c0.val	4
r_sine.val	32
r_cosine.val	32
r_angle.val	32
y	3
-- through the flow --
stage | setup slack [ns] | std cells | instance area, um^2
floorplan | 10.18 | 2725 | 19200
global placement | 8.47 | 3507 | 20800
detailed placement | 8.54 | 3507 | 20800
CTS | 8.47 | 3523 | 21100
global route | 7.82 | 3523 | 21100
finish | 8.27 | 3524 | 21100
-- routing by layer --
metal	track usage [%]	wire length, um
met1	43.1	40900
met2	44.4	41900
met3	11.5	13300
met4	15.7	6440
met5	0.0752	0
-- critical path, cell delays in order (launching register included) --
cell and delay [ns]:
dfrtp_1 0.49, inv_1 0.20, ha_4 0.39, buf_4 0.51, buf_4 0.63, nand2b_1 0.51, a21oi_1 0.31, o22ai_1 0.12
a31oi_1 0.40, a21oi_1 0.15, ha_1 0.28, nand3_1 0.22, nor2_1 0.11, a21o_1 0.20, xnor2_1 0.13, ha_1 0.34
and3_1 0.22, a22oi_1 0.31, and3_1 0.22, a21boi_0 0.10, o41ai_1 0.48, o21ai_0 0.29, a21o_1 0.23, a21oi_1 0.23
o21ai_0 0.15, xnor2_1 0.15, a21oi_1 0.15, o22ai_1 0.09
-- worst paths after layout --
check                                                    end  slack (ns)  cells past startpoint                   startpoint
min in group asynchronous        r_angle.val[26]$_DFFE_PP0P_        3.13                      2                          rst
max in group asynchronous              c0.val[2]$_DFFE_PP0P_       12.00                      3                          rst
worst min-delay path             r_angle.val[16]$_DFFE_PP0P_        0.59                      2  r_angle.val[16]$_DFFE_PP0P_
worst max register to register  r_cosine.val[31]$_DFFE_PP0P_        8.27                     27        c0.val[0]$_DFFE_PP0P_
worst max-delay path            r_cosine.val[31]$_DFFE_PP0P_        8.27                     27        c0.val[0]$_DFFE_PP0P_
worst min register to register   r_angle.val[16]$_DFFE_PP0P_        0.59                      2  r_angle.val[16]$_DFFE_PP0P_
-- final cells by class --
type / instances / area, um^2
diodes: 1 / 2.50
inverters: 63 / 239
clock buffers: 10 / 229
clock inverters: 6 / 63.8
multi-input cells: 2290 / 15100
repair buffers: 205 / 1800
fillers: 6784 / 42100
flip-flops and latches: 103 / 2590
well taps: 846 / 1060
